<file path="./config.mk">
export PLATFORM = sky130hd
export DESIGN_NAME = bram_model
export DESIGN_NICKNAME = bram_model
export VERILOG_FILES = /design/flow/design.v
export SDC_FILE = /design/flow/constraint.sdc
export NUM_CORES = 4
export LEC_CHECK = 1
export CORE_UTILIZATION = 50
</file>
<file path="./run.sh">
#!/bin/bash
# OpenROAD 26Q1-2900-gdf79404cd8, Yosys 0.63+post, stock flow scripts
make -C /OpenROAD-flow-scripts/flow DESIGN_CONFIG=/design/flow/config.mk WORK_HOME=/design/flow/orfs finish
</file>
<file path="./constraint.sdc">
current_design bram_model

set clk_period 94.9
set clk_io_pct 0.2

create_clock -name clk0 -period $clk_period [get_ports {clk_i}]

set non_clock_inputs [all_inputs -no_clocks]
set_input_delay [expr $clk_period * $clk_io_pct] -clock clk0 $non_clock_inputs
set_output_delay [expr $clk_period * $clk_io_pct] -clock clk0 [all_outputs]
</file>
<file path="./design.v">
`timescale 1ns / 1ps
module bram_model #(
   parameter  DATA_WIDTH = 32,
   parameter  BRAM_DEPTH = 128,
   localparam ADDR_WIDTH = $clog2(BRAM_DEPTH)
) (
   input                       clk_i,
   input      [DATA_WIDTH-1:0] data_i,
   input      [ADDR_WIDTH-1:0] addr_i,
   input                       wr_en_i,
   input                       cmd_en_i,
   output reg [DATA_WIDTH-1:0] data_o
);
   reg [DATA_WIDTH-1:0] ram[0:(1<<ADDR_WIDTH)-1];
   always @(posedge clk_i) begin
      if (cmd_en_i) begin
         if (wr_en_i) begin
            ram[addr_i] <= data_i;
         end
         data_o <= ram[addr_i];
      end
   end
endmodule
</file>
==> flow_metrics.tcl <==
# yosys + openroad results
set metrics [dict create \
    run_status "completed" \
    worst_hold_path_type "reg -> reg" \
    clock_tree.buffer_depth 4 \
    layout.filler_cells 22600 \
    cell_with_the_largest_stage_delay_on_the_worst_path "sky130_fd_sc_hd__buf_4" \
    final_hold_viol_count 0 \
    tritoncts_num_sinks 4128 \
    enable_flop_cells 4128 \
    netlist-cell-type-count 63 \
    fin_worst_skew_ns 0.0690 \
    max_cap_violations 0 \
    fin_util 0.573 \
    die_height_um 563 \
    tightest_slew_ns 1.44 \
    cp.required_ns 95.63 \
    clock_insertion_delay_worst_skew_ns 0.99 \
    postRouteWirelength_um 552000 \
    netlist.area_leader.share 0.788 \
    post_cts_resize_count 0 \
    final_min_period_ns 24.05 \
    yosys.stat.seqShare 0.788 \
    pwr-share-seq 0.518 \
    final.period_utilization 0.253 \
    worst_r2r_path_depth 7 \
    clock_tree.root_cell "sky130_fd_sc_hd__clkbuf_16" \
    grt_setup_unrepaired "no" \
    drt_pass1_iterations 6 \
    finalSetupViolations 0 \
    pin_count_of_the_biggest_net_entering_global_routing 108 \
    internal_power_w 0.00301 \
    holdCritStartpoint "ram[88][28]" \
    whs_path_depth 4 \
    crit_path_end_kind "flop" \
    fp-utilization 0.504 \
    finalSetupTns_ns 0 \
    number_of_antenna_violations_at_the_first_check_in_global_routing 37 \
    tritoncts "done" \
    synth_area_leader_cell "sky130_fd_sc_hd__edfxtp_1" \
    place_hpwl_um 329000 \
    slew_violations 0 \
    register_area_um2 124000 \
    synth_top_flop_cell "sky130_fd_sc_hd__edfxtp_1" \
    critical_path.reg2reg.startpoint "ram[62][4]" \
    dr.first_iter.drc_count 7328 \
    ctsHtreeMaxLevel 5 \
    yosysWarnings 1 \
    numCtsBuffers 422 \
    grt_pass1_vias 97500 \
    p_leak_nw 56.0 \
    yosys.cell_count.top_type "sky130_fd_sc_hd__edfxtp_1" \
    powerDensity_nw_per_um2 21.8 \
    num_vias 93700 \
    count_of_hold_fix_buffers_inserted_at_cts 0 \
    grt_first_pass_wirelength_um 762000 \
    avgSynthCellArea_um2 17.2 \
    startpoint_type "input port" \
    post_cts_buffers 0 \
    switching_power_w 0.000891 \
    cp_max_fo 39 \
    top_cells_by_count "sky130_fd_sc_hd__edfxtp_1 (4128), sky130_fd_sc_hd__a221oi_1 (915), sky130_fd_sc_hd__a21oi_1 (566), sky130_fd_sc_hd__nor2_1 (537), sky130_fd_sc_hd__a22oi_1 (337)" \
    routed_wire_length_per_instance_um 39.5 \
    detail_route.vias_per_cell 6.70 \
    power.share.combinational 0.062 \
    critPathLaunch "addr_i[0]" \
    postSynthRegisterBits 4128 \
    yosys_cells 9134 \
    share_of_synthesized_registers_carrying_an_async_set_or_reset 0 \
    drt.antenna.violating_nets 0 \
    row_count 205 \
    timing.critical_path.slowest_cell_delay_ns 0.65 \
    worst_ir_drop_vdd_mv 0.0164 \
    ios 74 \
    global_route.usage.total 0.394 \
    yosys-stat-area_um2 157000 \
    portBuffers 73 \
    fp.dieArea_um2 317000 \
    p_clk_frac 0.421 \
    gp_congestion 1.02 \
    area_of_the_multi_input_gates_um2 31400 \
    cells_along_the_critical_path "buf_8 > buf_4 > buf_4 > buf_4 > buf_4 > buf_4 > buf_4 > mux2i_1 > o21ai_0 > a221oi_1 > o31ai_1 > buf_4 > or4b_1" \
    synthCells 9134 \
    warning_count 32 \
    timing.critical_path.mode_cell "sky130_fd_sc_hd__buf_4" \
    max_slew_margin 0.0281 \
    sw_frac_of_total 0.228 \
    setup.worst_path.class "in -> reg" \
    areaGrowthSynthToFinish_pct 13.8 \
    worstPathArrival_ns 24.78 \
    final_layout_size_suffix_gt1_frac 0.170 \
    netlist_area_um2 157000 \
    synth.top_cells.by_area "sky130_fd_sc_hd__edfxtp_1 (79%), sky130_fd_sc_hd__a221oi_1 (5.1%), sky130_fd_sc_hd__mux2i_1 (1.8%)" \
    max_freq_mhz 41.6 \
    cts.reportedPaths.clkPinSlew_ns 0.06 \
    core_region_area_um2 312000 \
    grt_overflow 0 \
    remaining_drc_errors 0 \
    die_width_um 563 \
]
[state kept, by name (all words and copies together) (netlist names)]
| register | flops |
|---|---|
| ram | 4096 |
| data_o | 32 |
[power groups by stage]
stage,Sequential (W),Combinational [W],Clock (W)
finish,0.00202,0.000241,0.00164
CTS,0.00202,0.000233,0.00165
global route,0.00202,0.000250,0.00172
[critical path, delay by kind of cell]
family | cells | cell delay [ns]
buffers and inverters | 8 | 3.79
AND-OR/OR-AND | 3 | 1.06
AND/OR/NAND/NOR | 1 | 0.51
multiplexers | 1 | 0.23
[cell type report]
| type | count | share of cell area |
|---|---|---|
| clock buffers | 491 | 0.0606 |
| inverters | 3 | 0.000175 |
| multi-input cells | 4295 | 0.175 |
| repair buffers | 603 | 0.0270 |
| clock inverters | 295 | 0.0158 |
| diodes | 25 | 0.000349 |
| well taps | 4140 | 0.0289 |
| flip-flops and latches | 4128 | 0.692 |
[routing by layer]
metal | up-vias | GRT usage | wire, um
met4 | 70 | 0.170 | 32200
met3 | 1204 | 0.353 | 117000
met2 | 7389 | 0.516 | 238000
met5 | - | 0.0864 | 3310
met1 | 46400 | 0.451 | 161000
li1 | 38600 | - | -
[final timing paths]
path | end | slack [ns]
min reg2reg | data_o[28] | 0.75
min | data_o[28] | 0.75
max | data_o[18] | 70.85
max reg2reg | data_o[4] | 91.62
[cells by family (layout without fill, tap and decap cells)]
family                 after synthesis  in the layout  share of synthesized area
muxes                              586            586                     0.0425
and+or+nand+nor                   1006           1006                     0.0266
DFF                               4128           4128                      0.788
buffers and inverters              711           1392                     0.0208
AOI/OAI and AO/OA                 2703           2703                      0.122
other                                0             25                          0
[layout by cell type, fill, tap and decap left out, types with 99 or more instances in the layout]
cell type / netlist / final
sky130_fd_sc_hd__edfxtp_1: 4128 / 4128
sky130_fd_sc_hd__a221oi_1: 915 / 912
sky130_fd_sc_hd__a21oi_1: 566 / 565
sky130_fd_sc_hd__buf_4: 42 / 533
sky130_fd_sc_hd__clkbuf_16: 0 / 424
sky130_fd_sc_hd__nor2_1: 537 / 406
sky130_fd_sc_hd__a22oi_1: 337 / 337
sky130_fd_sc_hd__o21ai_0: 335 / 327
sky130_fd_sc_hd__mux2i_1: 287 / 287
sky130_fd_sc_hd__nand2_1: 293 / 282
sky130_fd_sc_hd__mux2_2: 253 / 253
sky130_fd_sc_hd__o22ai_1: 177 / 177
sky130_fd_sc_hd__nor2_4: 0 / 131
sky130_fd_sc_hd__clkinv_1: 0 / 111
sky130_fd_sc_hd__clkinv_2: 0 / 99
[stage by stage]
step	instance area [um^2]	hold WS [ns]	total power, W	worst slack (ns)	std cells
detailed placement	165000	0.770	0.00229	69.94	13200
global placement	165000	0.745	0.00229	69.63	13200
global route	179000	0.771	0.00399	70.68	14000
floorplan	157000	0.646	0.00215	72.41	9134
finish	179000	0.753	0.00390	70.85	14000
CTS	179000	0.733	0.00390	70.98	14000
No activity file was given, so power comes from the tool's default toggle rates.
